[design/flow/design.v]
module IMMEDIATE_GENERATOR(
    input            id,
    input      [2:0] ImmType,
    input      [31:0] instr,
    output reg [31:0] imm
);
always@(posedge id) begin
    imm <= 0;
    case(ImmType)
        3'b001: begin  
            if(instr[31]) begin
                imm[31:0] <= {20'b11111111111111111111, instr[31:20]};
            end
            else begin
                imm[31:0] <= {20'b00000000000000000000, instr[31:20]};
            end
        end
        3'b010: begin  
            if(instr[31]) begin
                imm[31:0] <= {20'b11111111111111111111, instr[31:25], instr[11:7]};
            end
            else begin
                imm[31:0] <= {20'b00000000000000000000, instr[31:25], instr[11:7]};
            end
        end
        3'b011: begin  
            if(instr[31]) begin
                imm[31:0] <= {19'b1111111111111111111, instr[31], instr[7], instr[30:25], instr[11:8], 1'b0};
            end
            else begin
                imm[31:0] <= {19'b0000000000000000000, instr[31], instr[7], instr[30:25], instr[11:8], 1'b0};
            end
        end
        3'b100: begin  
            imm[31:12] <= instr[31:12];
            imm[11:0] <= 11'b0;
        end
        3'b101: begin  
            if(instr[31]) begin
                imm[31:0] <= {11'b11111111111, instr[31], instr[19:12], instr[20], instr[30:21], 1'b0};
            end
            else begin
                imm[31:0] <= {11'b00000000000, instr[31], instr[19:12], instr[20], instr[30:21], 1'b0};
            end
        end
    endcase
end
endmodule
[design/flow/run.sh]
#!/bin/bash
# OpenROAD 26Q1-2900-gdf79404cd8, Yosys 0.63+post, stock flow scripts
make -C /OpenROAD-flow-scripts/flow DESIGN_CONFIG=/design/flow/config.mk WORK_HOME=/design/flow/orfs finish
[design/flow/config.mk]
export PLATFORM = sky130hd
export DESIGN_NAME = IMMEDIATE_GENERATOR
export DESIGN_NICKNAME = IMMEDIATE_GENERATOR
export VERILOG_FILES = /design/flow/design.v
export SDC_FILE = /design/flow/constraint.sdc
export NUM_CORES = 4
export LEC_CHECK = 1
export CORE_AREA = 10 10 95 95
export DIE_AREA = 0 0 105 105
[design/flow/constraint.sdc]
current_design IMMEDIATE_GENERATOR

set clk_period 2.1
set clk_io_pct 0.2

create_clock -name clk0 -period $clk_period [get_ports {id}]

set non_clock_inputs [all_inputs -no_clocks]
set_input_delay [expr $clk_period * $clk_io_pct] -clock clk0 $non_clock_inputs
set_output_delay [expr $clk_period * $clk_io_pct] -clock clk0 [all_outputs]
==> notes.md <==
run metrics: count of synthesis-stage warnings from yosys 1, endpoint kind of the worst setup timing path register, Setup CP Type input port to register, number of detailed-routing iterations run before antenna repair 4, post-synth tally of flip-flops with integrated enable 0, clock transition time at the flip-flop clock pins of the worst setup and hold paths 60 ps, slew at the pin closest to its max-slew limit 516 ps, highest-utilization routing layer at the global route stage met2, sequence of cells on the critical path clkdlybuf4s50_1 > and2b_1 > nand2_1 > o21ai_0, count of buffers inserted at the top-level ports 60, Die Span Y 105 um, unrepaired setup endpoints after global routing false, post-CTS setup buffer count 0, TritonCTS clock tree built, critical path data required time 2290 ps, gp weighted congestion 0.729, Hold Crit Depth 3, Worst Hold End imm[4]$_DFF_P_, post-synthesis cell type with the largest combined area sky130_fd_sc_hd__dfxtp_1, floorplan die area 11000 sq um, total buffers and inverters traversed by the critical path 1, maximum capacitance violations 0, total negative setup slack 0 ps, peak per-stage delay on the critical path 570 ps, total number of warnings across the stage logs 32, post-layout period usage of the worst path 76.5%, number of core rows 30, worst-path maximum fanout 11, AND-OR/OR-AND Cells, Area Fraction 16.4%, first-pass GRT wire length 5380 um, summed standard-cell area reported by yosys 1060 sq um, Dominant comb cell simple AND/OR/NAND/NOR gates, Pwr per Cell Area 723 nW/um^2, Registers, synthesis 32, Yosys cell types 24, number of global-route vias before repair 953, met1 track demand over resource 7.01%, dominant register cell in the synthesized netlist sky130_fd_sc_hd__dfxtp_1, Lkg Pwr 0.760 nW, worst hold path startpoint instr[11], Worst Path Arrival 1800 ps, area share of fa/ha/maj cells after synthesis 0%, top cell type's share of synthesized area 60.4%, Cell Area, Synth 1060 sq um, CTS Hold Bufs 0, CTS buffer count 5, number of buffers between clock root and the deepest sink 2, mean post-synth cell area 10.6 sq um, MUX area fraction 2.36%, post-CTS sizing 0, diodes inserted 0, kind of path behind the tightest hold check input port to register, detailed placer's ending HPWL 2730 um, final total power 0.00135 W, status completed, WL per Instance 12.9 um, leading cell type by number of instances after synthesis sky130_fd_sc_hd__dfxtp_1, number of antenna violations at the first check in global routing 0, setup violation total in the final timing report 0, number of antenna-violating nets in the routed design 0, floorplan die width 105 um, Max Fclk 0.623 GHz, Synth async-reset ratio 0%, placement-stage worst setup slack 220 ps, initial cell density of the core 15.4%, total number of vias 902, final number of max-transition violations 0, number of primary I/O pins 68, share of the core filled with cells in the final layout 27.1%, clock sink count 32, GR Util All Layers 6.13%, Worst Setup Start Kind input port, Largest register FFs 32, category of cells accounting for the largest share of critical-path delay simple AND/OR/NAND/NOR gates, final-report hold violation count 0, met2 track demand over resource 9.61%, Initial DRC Count 45, final critical-path setup slack 494 ps, total core area 6910 sq um, main area contributors after synthesis sky130_fd_sc_hd__dfxtp_1, sky130_fd_sc_hd__nand2_1, sky130_fd_sc_hd__o21ai_0, largest registers imm x32, cell count after synthesis 100, XOR/XNOR share of the synthesized area 0%, met3 capacity usage during global routing 3.85%, ys cells 100, largest net degree at the start of global routing 12, maximum vdd ir drop 0.179 mV, level count of the clock H-tree 2, register containing the most flip-flops in the final layout imm, leading cell types by count after synthesis sky130_fd_sc_hd__dfxtp_1, sky130_fd_sc_hd__nand2_1, sky130_fd_sc_hd__o21ai_0, sky130_fd_sc_hd__a21o_1, sky130_fd_sc_hd__and2_1, startpoint of the worst setup timing path ImmType[0], Max transition margin 65.6%, share of cells above drive strength 1 11.3%, register share after synthesis 60.4%, synthesized-area fraction occupied by and/or/nand/nor cells 16.9%, GR Overflow Total 0, vias per std cell 3.42, CP max stage cell sky130_fd_sc_hd__clkdlybuf4s50_1, Hold WS 709 ps, total DRC errors in the routed layout 0, CTS Root Cell sky130_fd_sc_hd__clkbuf_8, clock period minus final worst setup slack 1610 ps, synthesis-to-layout area growth 76.7%, Routed WL 3400 um
==> final cells by class <==
type                       instances  area [sq um]
clock buffer                       8          90.1
fill                             743          5030
multi-input combinational         62           378
sequential                        32           641
tap                               96           120
timing repair buffer              66           646
==> where the power goes <==
group          total [W]  switching [W]  internal, W
clock network   0.000470       0.000203     0.000267
logic           0.000221      0.0000654     0.000156
registers       0.000664      0.0000102     0.000654
==> metrics by stage <==
stage / instances / cell area, sq um
final: 264 / 1870
after global routing: 264 / 1870
after CTS: 264 / 1870
after detailed placement: 256 / 1780
after global placement: 256 / 1780
after floorplan: 100 / 1060
==> cells in the final DEF (no fill, tap or decap), types with 2 or more instances in the layout <==
master	count
sky130_fd_sc_hd__clkdlybuf4s50_1	60
sky130_fd_sc_hd__buf_4	6
sky130_fd_sc_hd__o21ai_2	2
sky130_fd_sc_hd__a22o_1	3
sky130_fd_sc_hd__clkbuf_8	6
sky130_fd_sc_hd__a21o_1	8
sky130_fd_sc_hd__and2_1	6
sky130_fd_sc_hd__o21ai_0	12
sky130_fd_sc_hd__nand2_1	17
sky130_fd_sc_hd__clkbuf_1	2
sky130_fd_sc_hd__dfxtp_1	32
sky130_fd_sc_hd__a21oi_1	2
==> kinds of logic after synthesis <==
family / Yosys count
AND-OR/OR-AND: 27
multiplexers: 2
buffers and inverters: 6
flip-flops: 32
AND/OR/NAND/NOR: 33
==> per-layer routing <==
metal	vias up	wire length [um]
li1	466	-
met1	390	1380
met2	42	1520
met3	4	448
met4	0	53
met5	-	0
==> worst max-delay path by stage <==
stage	end	slack, ps	cells past startpoint
final	imm[29]$_DFF_P_	490	4
after global routing	imm[26]$_DFF_P_	310	4
after CTS	imm[26]$_DFF_P_	500	4
Power figures rest on the tool's default switching activity, not on a simulated workload.
