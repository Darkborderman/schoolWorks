$ cat flow/design.v
module adder_substractor (a,b,select,out);
input [3:0]a;
input [3:0]b;
input select;
output [4:0]out;
reg [4:0]out;
always @(select or a or b)
begin 
	if (select)
	begin 
		out = a+b;
	end
	else
	begin 
		out = a-b;
	end
end
endmodule
$ cat flow/run.sh
#!/bin/bash
# OpenROAD 26Q1-2900-gdf79404cd8, Yosys 0.63+post, stock flow scripts
make -C /OpenROAD-flow-scripts/flow DESIGN_CONFIG=/design/flow/config.mk WORK_HOME=/design/flow/orfs finish
$ cat flow/config.mk
export PLATFORM = sky130hd
export DESIGN_NAME = adder_substractor
export DESIGN_NICKNAME = adder_substractor
export VERILOG_FILES = /design/flow/design.v
export SDC_FILE = /design/flow/constraint.sdc
export NUM_CORES = 4
export LEC_CHECK = 1
export CORE_AREA = 10 10 70 70
export DIE_AREA = 0 0 80 80
$ cat flow/constraint.sdc
current_design adder_substractor

set clk_period 5.6
set clk_io_pct 0.2

create_clock -name clk0 -period $clk_period

set non_clock_inputs [all_inputs -no_clocks]
set_input_delay [expr $clk_period * $clk_io_pct] -clock clk0 $non_clock_inputs
set_output_delay [expr $clk_period * $clk_io_pct] -clock clk0 [all_outputs]
==> impl_metrics.json <==
{
  "status": "finished clean",
  "slew_headroom": 0.884,
  "totalWireLength_um": 697,
  "first_pass_iters": 2,
  "ir_drop_uv": 28.3,
  "combPwrFrac": 1.000,
  "yosysWarnings": 1,
  "hold_depth": 3,
  "vias": 200,
  "layout-drive-gt1-share": 0.0541,
  "synthDistinctLibCells": 11,
  "period_used_share": 0.850,
  "rows": 21,
  "cts_setup_buffers": 0,
  "antenna_found_initial": 0,
  "io_pins": 14,
  "drc": 0,
  "initCoreUtil": 0.0571,
  "yosys-stat-area_um2": 195,
  "clkbuf_count": 0,
  "power.density_nw_per_um2": 112,
  "min_period_ns": 4.76,
  "placed_cells": 83,
  "syn_area_um2": 195,
  "min_from": "a[0]",
  "flops": 0,
  "grt_max_degree": 5,
  "routabilityCongestion": 0.759,
  "switching_power_mw": 0.0143,
  "first_iter_violations": 2,
  "flop_area_um2": 0,
  "startpoint_type": "primary input",
  "intPower_mw": 0.0296,
  "grt_usage": 0.0220,
  "area_growth_pct": 101,
  "holdBufCountCts": 0,
  "yosys.stat.seqShare": 0,
  "die_area_um2": 6400,
  "crit_path_max_fanout": 3,
  "place_area_um2": 393,
  "tightest_slew_ns": 0.174,
  "dieHeight_um": 80,
  "crit_required_ns": 4.48,
  "end_kind": "primary output",
  "swShare": 0.326,
  "min_to": "out[0]",
  "core-area_um2": 3420,
  "leakage_nw": 0.162,
  "rsz0062_at_grt": "false",
  "drv_slew": 0,
  "grt_remaining_overflow": 0,
  "finalSetupTns_ns": 0,
  "finalPower_mw": 0.0439,
  "portBuffers": 14,
  "finalHoldViolations": 0,
  "hold_path_class": "in2out",
  "grt_pass1_vias": 206,
  "cts_resized": 0,
  "ant_nets": 0,
  "grt_pass1_wl_um": 1080,
  "warnings": 32,
  "max_cap_viol_count": 0,
  "syn_avg_cell_area_um2": 8.49,
  "postLayoutCellArea_um2": 393,
  "setup_violations": 0,
  "num_antenna_cells": 0,
  "pwr-share-clk": 0,
  "max_freq_mhz": 210,
  "die_x_um": 80,
  "worstSetupPathType": "in2out",
  "wire_per_inst_um": 8.40,
  "seqPwrFrac": 0,
  "stdcell_count": 83,
  "via_per_inst": 2.41,
  "synthCells": 23,
  "ys_cells": 23,
  "arrival_ns": 3.64
}
[worst max-delay path: stages]
cell             delay (ns)
clkdlybuf4s50_1        0.50
inv_1                  0.05
ha_1                   0.27
mux2_2                 0.29
fa_1                   0.43
a21o_1                 0.20
a21oi_2                0.14
xnor2_1                0.14
clkdlybuf4s50_1        0.49
[logic make-up after synthesis]
kind of cell / count (synthesis) / synth area share
adder cells (fa/ha/maj): 6 / 0.423
AND-OR/OR-AND: 5 / 0.173
XOR/XNOR: 5 / 0.224
AND/OR/NAND/NOR: 4 / 0.0833
buffers and inverters: 2 / 0.0385
multiplexers: 1 / 0.0577
[cell usage after synthesis]
cell type,number,area [um2]
a21oi_1,2,10.0
mux2_2,1,11.3
fa_1,1,20.0
inv_1,2,7.51
xnor2_1,2,17.5
xor2_1,3,26.3
nor2_1,3,11.3
ha_1,5,62.6
a21o_1,2,15.0
nor3_1,1,5.00
a21oi_2,1,8.76
[power by group through the flow]
stage | Combinational, mW | Clock (mW) | Sequential [mW]
4_1_cts | 0.0460 | 0 | 0
5_1_grt | 0.0501 | 0 | 0
6_report | 0.0439 | 0 | 0
[worst max-delay path by stage]
stage / start / end / slack [ns] / depth (start not counted)
4_1_cts: b[0] / out[4] / 0.80 / 9
5_1_grt: b[0] / out[4] / 0.69 / 9
6_report: b[0] / out[4] / 0.84 / 9
[layout by cell type, fill, tap and decap left out]
| cell | n |
|---|---|
| nor3_1 | 1 |
| ha_1 | 5 |
| a21o_1 | 2 |
| clkdlybuf4s50_1 | 14 |
| xnor2_1 | 2 |
| inv_1 | 2 |
| mux2_2 | 1 |
| a21oi_1 | 2 |
| nor2_1 | 3 |
| fa_1 | 1 |
| a21oi_2 | 1 |
| xor2_1 | 3 |
[metal layers]
metal | track usage | vias to the layer above | wire length, um
li1 | - | 108 | -
met1 | 0.0265 | 87 | 276
met2 | 0.0409 | 5 | 388
met3 | 0.00455 | 0 | 32
met4 | 0 | 0 | 0
met5 | 0 | - | 0
[per-stage QoR]
stage | setup slack [ns] | hold WS, ns | util
floorplan | 1.95 | 2.31 | -
global placement | 0.820 | 3.34 | 0.115
detailed placement | 0.808 | 3.35 | 0.115
CTS | 0.800 | 3.35 | 0.115
global route | 0.691 | 3.37 | 0.115
finish | 0.839 | 3.32 | 0.115
[layout make-up]
cell class | count | area [um2]
fillers | 408 | 3020
repair buffers | 14 | 140
multi-input cells | 21 | 188
inverters | 2 | 7.51
well taps | 46 | 57.6
Power and IR drop assume default switching activity.
