## design.v

```verilog
module traffic_light(clk,rst,out,dot_row,dot_col);
	input clk,rst;
	output reg [6:0] out;
	output reg [7:0] dot_row,dot_col;
	reg [31:0] clk_count;
	reg [31:0] clk_count_2;
	reg [1:0] cur_state,next_state;
	reg [3:0] counter;
	reg [2:0] row_count;
	reg clk_div;
	parameter [1:0] GREEN = 2'b00;
	parameter [1:0] RED = 2'b01;
	parameter [1:0] YELLOW = 2'b10;
	always@(posedge clk ) begin
		if (~rst) begin
			clk_count <= 32'b0;
			cur_state <= GREEN;
			counter <= 4'b1;
			clk_div <= 1'b0;
			clk_count_2 <= 32'b0;
		end
		else begin
			if (clk_count_2 == 5000 ) begin
				clk_div <= ~clk_div;
				clk_count_2 <= 32'b0;
			end
			else begin
				clk_count_2 <= clk_count_2 + 32'b1;
			end
			if (clk_count == 50000000 ) begin
				clk_count <= 32'b0; 
				cur_state <= next_state;
				if ( next_state != cur_state)
					counter <= 4'b1;
				else
					counter <= counter + 4'b1;
			end
			else 
				clk_count <= clk_count + 32'b1;
		end
	end
	always@(*) begin
		case (cur_state)
			GREEN : begin
				if ( counter == 15 )  
					next_state = YELLOW;
				else
					next_state = GREEN;
			end
			YELLOW : begin
				if ( counter == 5 )  
					next_state = RED;
				else
					next_state = YELLOW;
			end
			default : begin
				if ( counter == 10 )  
					next_state = GREEN;
				else
					next_state = RED;
			end
		endcase
	end
	always@ (posedge clk_div or negedge rst ) begin
		if (~rst) begin
			dot_row <= 8'b0;
			dot_col <= 8'b0;
			row_count <= 0;
		end
		else begin
		   row_count <= row_count + 1;
			if ( cur_state == GREEN) begin
				case (row_count)
					3'd0: dot_row <= 8'b01111111;
					3'd1: dot_row <= 8'b10111111;
					3'd2: dot_row <= 8'b11011111;
					3'd3: dot_row <= 8'b11101111;
					3'd4: dot_row <= 8'b11110111;
					3'd5: dot_row <= 8'b11111011;
					3'd6: dot_row <= 8'b11111101;
					3'd7: dot_row <= 8'b11111110;
				endcase
				case (row_count)
					3'd0: dot_col <= 8'b00001100;
					3'd1: dot_col <= 8'b00001100;
					3'd2: dot_col <= 8'b00011001;
					3'd3: dot_col <= 8'b01111110;
					3'd4: dot_col <= 8'b10011000;
					3'd5: dot_col <= 8'b00011000;
					3'd6: dot_col <= 8'b00101000;
					3'd7: dot_col <= 8'b01001000;
				endcase
			end
			else if (cur_state == RED) begin
				case (row_count)
					3'd0: dot_row <= 8'b01111111;
					3'd1: dot_row <= 8'b10111111;
					3'd2: dot_row <= 8'b11011111;
					3'd3: dot_row <= 8'b11101111;
					3'd4: dot_row <= 8'b11110111;
					3'd5: dot_row <= 8'b11111011;
					3'd6: dot_row <= 8'b11111101;
					3'd7: dot_row <= 8'b11111110;
				endcase
				case (row_count)
					3'd0: dot_col <= 8'b00011000;
					3'd1: dot_col <= 8'b00011000;
					3'd2: dot_col <= 8'b00111100;
					3'd3: dot_col <= 8'b00111100;
					3'd4: dot_col <= 8'b01011010;
					3'd5: dot_col <= 8'b00011000;
					3'd6: dot_col <= 8'b00011000;
					3'd7: dot_col <= 8'b00100100;
				endcase
			end
			else if (cur_state == YELLOW) begin
				case (row_count)
					3'd0: dot_row <= 8'b01111111;
					3'd1: dot_row <= 8'b10111111;
					3'd2: dot_row <= 8'b11011111;
					3'd3: dot_row <= 8'b11101111;
					3'd4: dot_row <= 8'b11110111;
					3'd5: dot_row <= 8'b11111011;
					3'd6: dot_row <= 8'b11111101;
					3'd7: dot_row <= 8'b11111110;
				endcase
				case (row_count)
					3'd0: dot_col <= 8'b00000000;
					3'd1: dot_col <= 8'b00100100;
					3'd2: dot_col <= 8'b00111100;
					3'd3: dot_col <= 8'b10111101;
					3'd4: dot_col <= 8'b11111111;
					3'd5: dot_col <= 8'b00111100;
					3'd6: dot_col <= 8'b00111100;
					3'd7: dot_col <= 8'b00000000;
				endcase
			end
		end
	end
	always@(*) begin
		case (counter)
			0 : begin
				out = 7'b0000001;
			end
			1 : begin
				out = 7'b1001111;
			end
			2 : begin
				out = 7'b0010010;
			end
			3 : begin
				out = 7'b0000110;
			end
			4 : begin
				out = 7'b1001100;
			end
			5 : begin
				out = 7'b0100100;
			end
			6 : begin
				out = 7'b0100000;
			end
			7 : begin
				out = 7'b0001111;
			end
			8 : begin
				out = 7'b0000000;
			end
			9 : begin
				out = 7'b0000100;
			end
			10 : begin
				out = 7'b0001000;
			end
			11 : begin
				out = 7'b1100000;
			end
			12 : begin
				out = 7'b0110001;
			end
			13 : begin
				out = 7'b1000010;
			end
			14 : begin
				out = 7'b0110000;
			end
			15 : begin
				out = 7'b0111000;
			end
		endcase
	end
endmodule
```

## run.sh

```bash
#!/bin/bash
# OpenROAD 26Q1-2900-gdf79404cd8, Yosys 0.63+post, stock flow scripts
make -C /OpenROAD-flow-scripts/flow DESIGN_CONFIG=/design/flow/config.mk WORK_HOME=/design/flow/orfs finish
```

## config.mk

```make
export PLATFORM = sky130hd
export DESIGN_NAME = traffic_light
export DESIGN_NICKNAME = traffic_light
export VERILOG_FILES = /design/flow/design.v
export SDC_FILE = /design/flow/constraint.sdc
export NUM_CORES = 4
export LEC_CHECK = 1
export CORE_UTILIZATION = 50
```

## constraint.sdc

```tcl
current_design traffic_light

set clk_period 6.4
set clk_io_pct 0.2

create_clock -name clk0 -period $clk_period [get_ports {clk}]

set non_clock_inputs [all_inputs -no_clocks]
set_input_delay [expr $clk_period * $clk_io_pct] -clock clk0 $non_clock_inputs
set_output_delay [expr $clk_period * $clk_io_pct] -clock clk0 [all_outputs]
```

==> Flow_metrics.wiki <==
== Run summary ==
{| class="wikitable"
! Metric !! Value
|-
| Power density over the cells || roughly 170 mW/mm^2
|-
| Post-detail-place hpwl || 6.04 mm
|-
| VDD IR-drop max || roughly 0.15 mV
|-
| GR Util met3 || approximately 2.8%
|-
| MI comb area || about 0.0024 sq mm
|-
| Count of endpoints without a timing constraint || 35
|-
| Area growth, synth to finish || 11.0%
|-
| Total die area || just under 0.01 sq mm
|-
| Cell type of the slowest stage on the worst timing path || clkdlybuf4s50_1
|-
| FP Util || a little over half
|-
| CTS HTree Levels || 3
|-
| Non-filler cells in the finished layout || about 650
|-
| Distinct lib cells || 52
|-
| Quantity of gates resized following cts || 0
|-
| Late-Pin Clk Latency || between 0.3 and 0.4 ns
|-
| Vias in the first global route || between 3000 and 4000
|-
| Number of buffers inserted by port buffering || 24
|-
| Number of optimization iterations in the first detailed-route pass || 15
|-
| Maximum root-to-sink buffer count || 2
|-
| Die span in x || a little under 100 um
|-
| Number of antenna violations at the first check in global routing || 0
|-
| Global placement routability congestion || about 0.85
|-
| Residual DRC || 0
|-
| Detailed-route vias per instance || 5.41
|-
| Fraction of synthesis flops using an asynchronous set or reset pin || between 10% and 20%
|-
| Status || finished clean
|-
| Total cell area reported by yosys after synthesis || between 0.004 and 0.005 sq mm
|-
| Final hold violations || 0
|-
| Dominant flop cell || dfxtp_1
|-
| Transition time of the tightest slew-check pin || 0.735 ns
|-
| Total cell area at the placement stage || around 0.005 sq mm
|-
| Share of Yosys cell area claimed by the top area cell type || 33.6%
|-
| Register bit count reported by yosys || around 97
|-
| Pleak || slightly below 2 nW
|-
| Final Setup Violations || 0
|-
| Setup TNS || 0 ns
|-
| Total Power || between 0.8 and 0.9 mW
|-
| Count of unclocked register or latch pins || 19
|-
| Post-CTS setup buffer count || 0
|-
| Part of the Yosys area used for sequential elements || 43.8%
|-
| Worst path required time || roughly 6.6 ns
|-
| Number of instances in the synthesized netlist || 513
|-
| Global-route congestion overflow total || 0
|-
| Flip-flops with a built-in enable || 0
|-
| Drt total wl || about 8.6 mm
|-
| Average wire per standard cell || 13.4 um
|-
| Minimum clock period || roughly 3.2 ns
|-
| Number of maximum-capacitance constraint violations || 0
|-
| Total core area || slightly below 0.009 sq mm
|-
| Count of hold-fix buffers inserted at cts || 0
|-
| Diodes inserted || 0
|-
| Top-level port count || 25
|-
| Log Warnings || 38
|-
| Share of final-layout standard cells stronger than drive strength 1 || under 10%
|-
| Buffer type at the clock tree root || clkbuf_8
|-
| CP Data Arrival Time || around 3.4 ns
|-
| Met2 track demand over resource in global routing || roughly 27%
|-
| F_max || between 300 and 400 MHz
|-
| Total GRT Usage || between 10% and 20%
|-
| Layer carrying the most global-route usage || met1
|-
| Number of warnings issued by yosys || 1
|-
| Cell area after synthesis || between 0.004 and 0.005 sq mm
|-
| Critical path's largest stage delay || 0.45 ns
|-
| Site Rows || 34
|-
| Pin count of the biggest net entering global routing || 33
|-
| Worst setup path category || primary input to flop
|-
| Cells along the critical path || clkdlybuf4s50_1 -> buf_4 -> nand2_1 -> a21oi_1 -> a32o_1 -> inv_1 -> ha_1 -> nor3b_1 -> a211o_1
|-
| Placed Cells incl. Taps || around 630
|-
| TritonCTS clock tree || built
|-
| Clock transition at the registers of the reported paths || 0.09 ns
|-
| Number of nets with antenna violations after detailed routing || 0
|-
| DRT iter0 DRCs || 153
|-
| Met1 usage || between 30 and 40%
|-
| Die Ht || 98.4 um
|-
| Global-route wire length before repair || 15.1 mm
|-
| Setup repair after global routing missed its margin || no
|-
| Largest cells by area after synthesis || dfxtp_1 34%, dfrtp_1 10%, xor2_1 7.5%
|-
| # Cells Yosys || about 510
|-
| Nature of the critical path startpoint || primary input
|-
| Worst Hold Class || flop to flop
|-
| Post-route clock period utilization || ~50%
|-
| Post-synth top area cell || dfxtp_1
|-
| Finished layout cell area || roughly 0.0052 sq mm
|-
| Category of the worst setup path capture point || flop
|-
| Number of buffers added by the clock tree synthesis step || 9
|-
| Mean cell area of the mapped netlist || 9.07 sq um
|-
| Final slew viol count || 0
|-
| Register cell area after layout || around 0.0020 sq mm
|-
| Largest clock skew in the final design || 0.0113 ns
|-
| Slew margin rel. || between 50% and 60%
|-
| Maximum fanout along the worst path || 32
|-
| Via Count || 3492
|-
| Number of inserted filler cells in the final layout || between 700 and 800
|}
## through the flow
stage	hold slack, ns	setup slack (ns)	util [%]
after floorplan	0.425	3.64	-
after global placement	0.437	2.90	56.1
after detailed placement	0.460	2.84	56.1
after CTS	0.480	3.21	58.3
after global routing	0.504	3.04	58.3
final	0.470	3.21	58.3
## layout by cell type (no fill, tap or decap), types with 2 or more instances in the layout
| cell | count |
|---|---|
| a211o_1 | 2 |
| a211oi_1 | 2 |
| a21oi_1 | 13 |
| a31oi_1 | 8 |
| a32o_1 | 3 |
| and2_1 | 11 |
| and3_1 | 7 |
| and4_1 | 9 |
| buf_4 | 3 |
| clkbuf_8 | 9 |
| clkdlybuf4s50_1 | 24 |
| clkinv_4 | 2 |
| dfrtp_1 | 19 |
| dfxtp_1 | 78 |
| ha_1 | 19 |
| inv_1 | 21 |
| mux2_2 | 4 |
| mux2i_1 | 9 |
| nand2_1 | 35 |
| nand2b_1 | 2 |
| nand3_1 | 18 |
| nand4_1 | 23 |
| nor2_1 | 72 |
| nor2b_1 | 4 |
| nor3_1 | 10 |
| nor3_2 | 2 |
| nor3b_1 | 3 |
| nor4_1 | 6 |
| nor4b_1 | 2 |
| nor4bb_1 | 3 |
| o211ai_1 | 2 |
| o21ai_0 | 24 |
| o221ai_1 | 2 |
| o2bb2ai_1 | 3 |
| or3_1 | 7 |
| xnor2_1 | 15 |
| xor2_1 | 40 |
## state kept, by name (all words and copies together) (netlist names)
name	flops
out	7
dot_col	8
counter	4
row_count	3
clk_count	32
clk_div	1
clk_count_2	32
cur_state	2
dot_row	8
## routing by layer
layer	up-vias	share of wire, %	wire, um
met2	73	41	3520
li1	1831	-	-
met5	-	0	0
met3	4	5.0	431
met4	0	0.53	46
met1	1584	54	4630
## synth_stat cells (6+ instances only)
library cell / n
a21oi_1: 13
a31oi_1: 8
and2_1: 11
and3_1: 7
and4_1: 9
clkbuf_1: 15
dfrtp_1: 19
dfxtp_1: 78
ha_1: 19
inv_1: 21
mux2i_1: 9
nand2_1: 35
nand3_1: 18
nand4_1: 23
nor2_1: 72
nor3_1: 10
nor4_1: 6
o21ai_0: 24
or3_1: 7
xnor2_1: 15
xor2_1: 40
## cell type report
type / instances / area share (%)
inverter: 22 / 1.60
sequential: 97 / 39.5
clock buffer: 10 / 2.47
multi-input combinational: 375 / 47.4
tap: 108 / 2.62
timing repair buffer: 27 / 5.09
clock inverter: 6 / 1.38
## kinds of logic (layout without fill, tap and decap cells)
kind of cell	Yosys count	after routing	share of synthesized area, %
compound gates	67	67	9.28
xor+xnor	55	55	10.4
fa+ha+maj	19	19	5.11
buf+inv	41	65	3.69
flops	97	97	43.8
mux	13	13	2.91
simple gates	221	221	24.9
## where the power goes
group	leakage [nW]	switching (mW)	internal, mW
Clock	0.0984	0.184	0.184
Combinational	0.996	0.0146	0.00725
Sequential	0.849	0.00375	0.488
## critical path: cells and delay by family
kind | cells | cell delay (ns)
adders and majority gates | 1 | 0.26
and+or+nand+nor | 2 | 0.25
buffers and inverters | 3 | 0.94
AOI/OAI and AO/OA | 3 | 0.68
## worst paths after layout
check / start / to / slack, ns / cells past startpoint
min: clk_count_2[0] / clk_count_2[0] / 0.47 / 1
max: rst / out[6] / 3.21 / 9
min reg2reg: clk_count_2[0] / clk_count_2[0] / 0.47 / 1
max reg2reg: clk_count[0] / out[6] / 3.45 / 11
Power and IR drop assume default switching activity.
