<file path="flow/config.mk">
export PLATFORM = sky130hd
export DESIGN_NAME = ALU
export DESIGN_NICKNAME = ALU
export VERILOG_FILES = /design/flow/design.v
export SDC_FILE = /design/flow/constraint.sdc
export NUM_CORES = 4
export LEC_CHECK = 1
export CORE_UTILIZATION = 30
</file>
<file path="flow/constraint.sdc">
current_design ALU

set clk_period 14.9
set clk_io_pct 0.2

create_clock -name clk0 -period $clk_period [get_ports {ex}]

set non_clock_inputs [all_inputs -no_clocks]
set_input_delay [expr $clk_period * $clk_io_pct] -clock clk0 $non_clock_inputs
set_output_delay [expr $clk_period * $clk_io_pct] -clock clk0 [all_outputs]
</file>
<file path="flow/design.v">
module ALU(
    input        ex,
    input [1:0]  ALUOP,
    input [2:0]  Funct3,
    input [6:0]  Funct7,
    input [31:0] rs1,
    input [31:0] rs2,
    output reg [31:0] alu_out
);
always@(posedge ex) begin
    alu_out <= 0;
    case(ALUOP)
        2'b00, 2'b01: begin  
            case(Funct3)
                3'b000: begin
                    if(ALUOP == 2'b00) alu_out <= (Funct7[5])? rs1 - rs2 : rs1 + rs2;
                    else alu_out <= rs1 + rs2;
                end
                3'b001: alu_out <= $unsigned(rs1) << rs2[4:0];
                3'b010: alu_out <= $signed(rs1)   < $signed(rs2)   ? 1 : 0;
                3'b011: alu_out <= $unsigned(rs1) < $unsigned(rs2) ? 1 : 0;
                3'b100: alu_out <= rs1 ^ rs2;
                3'b101: begin
                    if(ALUOP == 2'b01) begin
                        alu_out <= (rs2[10] && rs1[31]) ? ((rs1 >> rs2[4:0]) | ~(-32'd1 >> rs2[4:0])) : (rs1 >> rs2[4:0]);
                    end
                    else begin
                        alu_out <= (Funct7[5] && rs1[31]) ? ((rs1 >> rs2[4:0]) | ~(-32'd1 >> rs2[4:0])) : (rs1 >> rs2[4:0]);
                    end
                end
                3'b110: alu_out <= rs1 | rs2;
                3'b111: alu_out <= rs1 & rs2;
            endcase
        end
        2'b10: begin
            alu_out <= rs1 + rs2;
        end
    endcase
end
endmodule
</file>
<file path="flow/run.sh">
#!/bin/bash
# OpenROAD 26Q1-2900-gdf79404cd8, Yosys 0.63+post, stock flow scripts
make -C /OpenROAD-flow-scripts/flow DESIGN_CONFIG=/design/flow/config.mk WORK_HOME=/design/flow/orfs finish
</file>
==> flow_summary.ini <==
; generated from flow reports
[clocking]
cts.root.buffer_cell = clkbuf_16
htreeDepth = 2
hold_buffers = 0
cts.sinks = 32
clock_path_buffers = 2
cts_resized = 0
clk_pin_slew_ns = 0.05
cts_tree = done
cts_buffers = 5
cts_setup_buffers = 0

[floorplan]
fp.coreArea_um2 = 32600
die_h_um = 184
dieWidth_um = 184
die_area_um2 = 34000
pin_count = 109
initCoreUtil = 0.306
fp-row-count = 66

[logic_synthesis]
synth_warnings = 1
ys_types = 86
syn_area_um2 = 9980
ff_type = dfxtp_1
numSynthFlops = 32
synth-edff-count = 0
synthCells = 1445
avgSynthCellArea_um2 = 6.91
postSynthSeqShare = 0.0642
yosys_area_um2 = 9980
synthArstFlopShare = 0
ys_cells = 1445

[critical_path]
endpoint_kind = register
critPathLaunchType = primary input
cp.arrival_ns = 6.99
crit_type = in2reg
crit_path_max_fanout = 41
cp.required_ns = 15.09

[global_routing]
grt_start_max_net_pins = 68
grtUsageMet3 = 0.0420
grt_pass1_wl_um = 67500
grtUsageTotal = 0.269
grtUsageMet1 = 0.387
met2_usage = 0.415
antenna_found_initial = 0
grt_pass1_vias = 10600
grt.busiest_layer = met2
grt_overflow = 0

[status]
run_status = completed

[detailed_routing]
num_vias = 11300
route.detailed.drc = 0
firstDrtPassIters = 5
avgViaCountPerCell = 5.94
wl_um = 44500
ant_nets = 0
drt_iter0_drc = 1163
antenna_cells = 0
wl_per_cell_um = 23.3

[sta]
drv_slew = 0
finalCriticalPeriod_ns = 6.80
tightest_slew_ns = 0.878
slew_headroom = 0.398
worst_slack_ns = 8.10
period_used_share = 0.457
rsz0062_at_grt = false
setup_viol = 0
finalSetupTns_ns = 0
finalHoldViolCount = 0
fmax_ghz = 0.147

[job]
drv_cap = 0
log.warning_count = 96

[min_path]
hp-class = in2reg

[power_and_ir_drop]
pwr_density_cell_nw_per_um2 = 56.5
ir_worst_vdd_mv = 0.0390
leakage_nw = 4.58

[finish]
largest_reg_flops = 32
utilization = 0.348
fillerInstances = 3480
area_delta_synth_final_pct = 13.7
layout_top_cell = nand2_1
layout-drive-gt1-share = 0.0846
reg_top3 = alu_out x32
final_cell_mix = nand2_1, a21oi_1, o21ai_0
largest-register = alu_out

[place]
gp_congestion = 0.995
dp_slack_ns = 7.85
port_buffers = 102
hpwl_um = 33600
through the flow:
step | instance area (um2) | power (mW) | cells | hold slack [ns]
after floorplan | 9980 | 0.375 | 1445 | 3.17
after global placement | 11200 | 0.527 | 1900 | 3.64
after detailed placement | 11200 | 0.527 | 1900 | 3.64
after CTS | 11300 | 0.640 | 1908 | 3.44
after global routing | 11300 | 0.688 | 1908 | 3.52
final | 11300 | 0.641 | 1908 | 3.50
final cells by class:
type                            count  area [um2]  share of cell area
Tap cell                          442         553              0.0487
Multi-Input combinational cell   1200        8440               0.744
Inverter                           95         357              0.0314
Timing Repair Buffer              131        1210               0.107
Sequential cell                    32         641              0.0564
Clock buffer                        8         146              0.0129
Yosys cell counts (all sizes together) (32+ instances only):
cell type	n	area, um2
inv	94	353
a211oi	33	265
nand2	158	593
ha	97	1210
buf	52	297
mux4	37	833
dfxtp	32	641
o21ai	157	790
a21oi	154	771
nor2	139	522
mux2i	48	480
clkbuf	66	248
layer usage:
metal	part of all wire	up-vias
met5	0	-
met4	0.038	0
met3	0.081	85
met2	0.44	566
met1	0.44	5362
li1	-	5322
worst max-delay path: stages:
cell	delay, ns
buf_2	0.52
inv_1	0.08
buf_4	0.33
ha_1	0.41
a211oi_1	0.31
o21ai_0	0.14
o211ai_1	0.24
nor4_1	0.19
o31ai_1	0.52
nand2_1	0.30
o21ai_0	0.43
xnor2_1	0.17
nand2_1	0.07
a32o_1	0.28
power breakdown:
| group | internal, mW | switching [mW] | total, mW |
|---|---|---|---|
| clock network | 0.0666 | 0.0403 | 0.107 |
| logic | 0.173 | 0.258 | 0.431 |
| registers | 0.0998 | 0.00327 | 0.103 |
worst paths after layout:
check / start / endpoint / slack, ns / cells after the start
max: rs2[1] / alu_out[31]$_DFF_P_ / 8.10 / 14
min: Funct3[0] / alu_out[0]$_DFF_P_ / 3.50 / 5
cell families after synthesis:
logic type	Yosys count	synth area share
compound gates	548	0.355
simple gates	412	0.181
buf+inv	213	0.0903
mux	100	0.149
fa+ha+maj	99	0.126
xor+xnor	41	0.0360
flops	32	0.0642
Power and IR drop assume default switching activity.
