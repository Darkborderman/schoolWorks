==> flow/design.v <==
`default_nettype none			 
module VGA(				 
	CLK50MHz,
	vga_r,
	vga_g,
	vga_b,
	vga_hs,
	vga_vs,
);
input			CLK50MHz;	 
output  [2:0]   	vga_r;		 
output  [2:0]   	vga_g;		 
output  [2:0]   	vga_b;		 
output          	vga_hs;		 
output          	vga_vs;		 
parameter h_pulse   = 96;	 
parameter h_bp      = 48;	 
parameter h_pixels  = 640;	 
parameter h_fp      = 16;	 
parameter h_pol     = 1'b0;	 
parameter h_frame   = 800;	 
parameter v_pulse   = 2;	 
parameter v_bp      = 33;	 
parameter v_pixels  = 480;	 
parameter v_fp      = 10;	 
parameter v_pol     = 1'b1;	 
parameter v_frame   = 525;	 
reg	[1:0]		clk_div;	 
wire			vga_clk;	
assign 	vga_clk 	= clk_div[0];		 
always @ (posedge CLK50MHz) begin		 
	clk_div <= clk_div + 2'b1;
end
reg     [2:0]   	vga_r_r;	 
reg     [2:0]   	vga_g_r;
reg     [2:0]   	vga_b_r;
reg             	vga_hs_r;	 
reg             	vga_vs_r;	 
assign 	vga_r 		= vga_r_r;		 
assign 	vga_g 		= vga_g_r;
assign 	vga_b 		= vga_b_r;
assign 	vga_hs 		= vga_hs_r;
assign 	vga_vs 		= vga_vs_r;
reg     [7:0]		timer_t = 8'b0;	 
reg             	reset = 1;	
reg     [9:0]   	c_row;		 
reg     [9:0]   	c_col;		 
reg     [9:0]   	c_hor;		 
reg     [9:0]   	c_ver;		 
reg			disp_en;	 
always @ (posedge vga_clk) begin
	if(timer_t > 250) begin					 
		reset <= 0;
	end
	else begin
		reset <= 1;					 
		timer_t <= timer_t + 1;
		disp_en <= 0;			
	end
	if(reset == 1) begin					 
		c_hor <= 0;
		c_ver <= 0;
		vga_hs_r <= 1;
		vga_vs_r <= 0;
		c_row <= 0;
		c_col <= 0;
	end
	else begin						 
		if(c_hor < h_frame - 1) begin
			c_hor <= c_hor + 1;
		end
		else begin
			c_hor <= 0;
			if(c_ver < v_frame - 1) begin
				c_ver <= c_ver + 1;
			end
			else begin
				c_ver <= 0;
			end
		end
	end
	if(c_hor < h_pixels + h_fp + 1 || c_hor > h_pixels + h_fp + h_pulse) begin	 
		vga_hs_r <= ~h_pol;
	end
	else begin
		vga_hs_r <= h_pol;
	end
	if(c_ver < v_pixels + v_fp || c_ver > v_pixels + v_fp + v_pulse) begin		 
		vga_vs_r <= ~v_pol;
	end
	else begin
		vga_vs_r <= v_pol;
	end
	if(c_hor < h_pixels) begin		 
		c_col <= c_hor;
	end
	if(c_ver < v_pixels) begin
		c_row <= c_ver;
	end
	if(c_hor < h_pixels && c_ver < v_pixels) begin		 
		disp_en <= 1;
	end
	else begin
		disp_en <= 0;
	end
end
always @ (posedge vga_clk) begin	
	if(disp_en == 1 && reset == 0) begin
		if(c_col > 200 && c_col < 250) begin
			if(c_row > 200 && c_row < 250)begin
				vga_r_r <= 0;
				vga_g_r <= 0;
				vga_b_r <= 7;
			end
		end
		else begin			 
			vga_r_r <= 0;
			vga_g_r <= 0;
			vga_b_r <= 0;
		end
	end
	else begin			 
		vga_r_r <= 0;
		vga_g_r <= 0;
		vga_b_r <= 0;
	end
end
endmodule
==> flow/run.sh <==
#!/bin/bash
# OpenROAD 26Q1-2900-gdf79404cd8, Yosys 0.63+post, stock flow scripts
make -C /OpenROAD-flow-scripts/flow DESIGN_CONFIG=/design/flow/config.mk WORK_HOME=/design/flow/orfs finish
==> flow/config.mk <==
export PLATFORM = sky130hd
export DESIGN_NAME = VGA
export DESIGN_NICKNAME = VGA
export VERILOG_FILES = /design/flow/design.v
export SDC_FILE = /design/flow/constraint.sdc
export NUM_CORES = 4
export LEC_CHECK = 1
export CORE_UTILIZATION = 50
==> flow/constraint.sdc <==
current_design VGA

set clk_period 1.5
set clk_io_pct 0.2

create_clock -name clk0 -period $clk_period [get_ports {CLK50MHz}]

set non_clock_inputs [all_inputs -no_clocks]
set_input_delay [expr $clk_period * $clk_io_pct] -clock clk0 $non_clock_inputs
set_output_delay [expr $clk_period * $clk_io_pct] -clock clk0 [all_outputs]
==> results.toml <==
# flow metrics
[run_status]
status = "finished, final reports clean"

[placement]
tally_of_buffers_added_on_design_ports = 5
place.detailed.instances = 294
dpl.hpwl_microns = 2650
postPlaceCellArea_sq_mm = 0.00254
gp_congestion = 0.845

[logic_synthesis]
synthFlopType = "sky130_fd_sc_hd__edfxtp_1"
synthDominantAreaCellType = "sky130_fd_sc_hd__edfxtp_1"
synth_warnings = 1
async_flop_share_pct = 0
synth-edff-count = 28
mappedNetlistArea_sq_mm = 0.00247
yosys.stat.seqShare_pct = 55.1
synth.avg_cell_area_sq_um = 10.9
syn_inst = 227
synth_flops = 54
topCellsByArea = "sky130_fd_sc_hd__edfxtp_1 (34%), sky130_fd_sc_hd__dfxtp_1 (21%), sky130_fd_sc_hd__ha_1 (3.5%), sky130_fd_sc_hd__and2_1 (3.0%), sky130_fd_sc_hd__nor2_1 (2.9%)"
yosys.area.top_type_share_pct = 34.1
synth.distinct_cells = 45
yosys-stat-area_sq_mm = 0.00247
ys_cells = 227

[pwr]
total_switching_power_w = 0.000000556
combPwrFrac_pct = 2.0
total_power_w = 0.0000282
power_report.internal_total_w = 0.0000276
vdd_ir_drop_max_v = 0.0000372
power.sequential.fraction_pct = 98.0
leakagePower_nw = 0.922
p_sw_share_pct = 1.97
p_per_area_mw_per_mm2 = 11.1
clkPwrFrac_pct = 0

[sta]
skew_ps = 0
period_needed_ps = 462
worst_slew_pin_slew_ps = 821
number_of_register_pins_that_no_clock_reaches = 53
tns_ps = 0
unconstrained_endpoints = 85
final.period_utilization_pct = 30.8
report.final.slew_viol_count = 0
slew_headroom_pct = 45.2
final_hold_viol_count = 0
report.final.setup_viol = 0
grt_setup_unrepaired = "no"
maxClockFrequency_ghz = 2.16

[clock_network]
clock_insertion_delay_worst_skew_ps = 0
clk_pin_slew_worst_paths_ps = 0
post_cts.resized_instances = 0
post_cts.repair.setup_buffers = 0
post_cts_hold_buffer_count = 0

[drt]
route.vias.total = 1572
wl_per_cell_microns = 12.3
detail-route-antenna-nets = 0
drtPass1Iterations = 4
num_antenna_cells = 0
initialDrtViolationCount = 86
overall_routed_net_length_microns = 3620
detail_route.vias_per_cell = 5.35
remaining_drc_errors = 0

[worst_setup_path]
timing.critical_path.buf_inv = 1
crit_type = "reg2reg"
critical-path-max-stage-delay_ps = 310
crit_path_max_fanout = 2
crit_family = "flip-flops"
worstSetupStartpointType = "flop"
critical_path_at_ps = 350
crit_path_top_delay_cell = "sky130_fd_sc_hd__dfxtp_1"
worstSetupEndpointType = "flop"
worstPathCellList = "inv_1"
timing.critical_path.required_ps = 1390

[job]
log.warning_count = 32
maxCapViolations = 0

[grt]
grt-ovfl-total = 0
groute.usage.overall_pct = 15.6
global_route_wire_length_before_repair_microns = 6340
grt_max_degree = 54
grt_antenna_before_repair = 0
vias_in_the_first_global_route = 1424

[die]
chip_area_sq_mm = 0.00522
starting_density_pct = 52.3
floorplan.io_pins = 12
die_w_microns = 72.3
design.core.area_sq_mm = 0.00472
std_cell_rows = 25
die_h_microns = 72.3

[finish]
stdcell_area_sq_mm = 0.00254
fillCellCount = 414
layout-area-overhead-vs-synth_pct = 3.04
stdcell_count = 294
final_layout_size_suffix_gt1_share_pct = 4.41

[hold_path]
hold_path.class = "reg2reg"
==> cells in the final DEF, fill, tap and decap left out, types with 2 or more instances in the layout <==
cell type,n
sky130_fd_sc_hd__edfxtp_1,28
sky130_fd_sc_hd__dfxtp_1,26
sky130_fd_sc_hd__nor2_1,19
sky130_fd_sc_hd__inv_1,12
sky130_fd_sc_hd__and2_1,12
sky130_fd_sc_hd__nor3_1,12
sky130_fd_sc_hd__o21ai_0,10
sky130_fd_sc_hd__nand2_1,9
sky130_fd_sc_hd__nand3_1,7
sky130_fd_sc_hd__xnor2_1,7
sky130_fd_sc_hd__ha_1,7
sky130_fd_sc_hd__conb_1,7
sky130_fd_sc_hd__and3_1,6
sky130_fd_sc_hd__a22o_1,6
sky130_fd_sc_hd__xor2_1,5
sky130_fd_sc_hd__nor2b_1,5
sky130_fd_sc_hd__nand4_1,5
sky130_fd_sc_hd__clkdlybuf4s50_1,5
sky130_fd_sc_hd__a21oi_1,4
sky130_fd_sc_hd__o2111ai_1,3
sky130_fd_sc_hd__or3_1,3
sky130_fd_sc_hd__nor4_1,3
sky130_fd_sc_hd__and4_1,2
sky130_fd_sc_hd__a211oi_1,2
sky130_fd_sc_hd__a31o_2,2
sky130_fd_sc_hd__a31oi_1,2
sky130_fd_sc_hd__buf_4,2
==> cell type report <==
type / instances / area [sq um] / area share, %
inverter: 12 / 45.0 / 1.77
timing repair buffer: 7 / 65.1 / 2.56
multi-input combinational: 154 / 988 / 38.9
tap: 67 / 83.8 / 3.30
sequential: 54 / 1360 / 53.5
==> registers in the layout, summed over array words and instances (netlist names), 8 cells and up <==
name,cells
c_col,10
c_hor,10
c_row,10
c_ver,10
timer_t,8
==> worst paths after layout <==
kind / depth (start not counted) / startpoint / slack [ps] / end
worst min-delay path: 1 / clk_div[0] / 370 / clk_div[0]
worst max-delay path: 1 / clk_div[0] / 1040 / clk_div[0]
worst max register to register: 1 / clk_div[0] / 1040 / clk_div[0]
worst min register to register: 1 / clk_div[0] / 370 / clk_div[0]
==> through the flow <==
stage          utilization (%)  hold WS, ps  setup WS, ps
3_5_place_dp              53.9          366          1040
4_1_cts                   53.9          366          1040
3_3_place_gp              53.9          359          1050
2_1_floorplan                -          745           363
6_report                  53.9          368          1040
5_1_grt                   53.9          397          1000
==> cell families after synthesis <==
family / count (synthesis) / synth area share (%)
DFF: 54 / 55.1
adders and majority gates: 7 / 3.55
xor gates and xnor gates: 12 / 4.26
AOI/OAI and AO/OA: 39 / 11.8
other: 1 / 0.152
and+or+nand+nor: 89 / 19.4
buffers and inverters: 25 / 5.73
==> power by group through the flow <==
stage	sequential (W)	combinational [W]	clock (W)
CTS	0.0000276	0.000000683	0
global route	0.0000276	0.00000142	0
finish	0.0000276	0.000000556	0
==> routing by layer <==
metal	track usage, %	vias to the layer above	share of wire (%)
li1	-	805	-
met1	27.9	728	52
met2	23.6	37	44
met3	0.986	2	3.8
met4	0.654	0	0.33
met5	0	-	0
==> synthesized netlist by cell type, drive strengths merged (2+ instances only) <==
| cell | number |
|---|---|
| and2 | 12 |
| a22o | 6 |
| nor2b | 5 |
| ha | 7 |
| nor2 | 20 |
| and4 | 2 |
| o2111ai | 3 |
| a31oi | 2 |
| xnor2 | 7 |
| nand4 | 5 |
| nand3 | 7 |
| nor3 | 12 |
| xor2 | 5 |
| a21oi | 5 |
| a31o | 3 |
| and3 | 6 |
| nand2 | 9 |
| a211oi | 2 |
| inv | 12 |
| edfxtp | 28 |
| buf | 12 |
| dfxtp | 26 |
| nor4 | 3 |
| or3 | 3 |
| o21ai | 10 |
Power and IR drop assume default switching activity.
