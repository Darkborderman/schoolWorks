==> /design/flow/design.v <==
module encoder (in,out,valid);
input [7:0]in;
output valid;
output [2:0]out;
reg [2:0]out;
reg valid;
always @ (in)
begin 
	case (in)
		8'b00000001: begin
			out = 3'b000;
			valid = 1;
		end
		8'b00000010: begin
			out = 3'b001;
			valid = 1;
		end
		8'b00000100: begin
			out = 3'b010;
			valid = 1;
		end
		8'b00001000: begin
			out = 3'b011;
			valid = 1;
		end
		8'b00010000: begin
			out = 3'b100;
			valid = 1;
		end
		8'b00100000: begin
			out = 3'b101;
			valid = 1;
		end
		8'b01000000: begin
			out = 3'b110;
			valid = 1;
		end
		8'b10000000: begin
			out = 3'b111;
			valid = 1;
		end
		default: begin 
			out = 3'b000;
			valid = 0;
		end
	endcase
end
endmodule
==> /design/flow/run.sh <==
#!/bin/bash
# OpenROAD 26Q1-2900-gdf79404cd8, Yosys 0.63+post, stock flow scripts
make -C /OpenROAD-flow-scripts/flow DESIGN_CONFIG=/design/flow/config.mk WORK_HOME=/design/flow/orfs finish
==> /design/flow/config.mk <==
export PLATFORM = sky130hd
export DESIGN_NAME = encoder
export DESIGN_NICKNAME = encoder
export VERILOG_FILES = /design/flow/design.v
export SDC_FILE = /design/flow/constraint.sdc
export NUM_CORES = 4
export LEC_CHECK = 1
export CORE_AREA = 10 10 70 70
export DIE_AREA = 0 0 80 80
==> /design/flow/constraint.sdc <==
current_design encoder

set clk_period 1.7
set clk_io_pct 0.2

create_clock -name clk0 -period $clk_period

set non_clock_inputs [all_inputs -no_clocks]
set_input_delay [expr $clk_period * $clk_io_pct] -clock clk0 $non_clock_inputs
set_output_delay [expr $clk_period * $clk_io_pct] -clock clk0 [all_outputs]
==> reports/qor.yml <==
flow_run:
  warning_count: 34
  maxCapViolCount: 0
detailed_routing:
  drcViolationCount: 0
  antenna_left: 0
  wl_per_cell_um: 9.04
  vias: 308
  vias_per_cell: 3.11
  drt_pass1_iterations: 2
  antenna_cells: 0
  drt_iter0_drc: 3
  wl_um: 895
finish:
  instances_no_fill: 99
  post-route-util_pct: 14.3
  area_delta_synth_final_pct: 138
  n_clock_buffer: 0
  seq_area_sq_um: 0
  drive_gt1_share_pct: 64.2
  seq_cell_count: 0
synthesis:
  ys_area_sq_um: 205
  synth.comb.largest_family: "simple AND/OR/NAND/NOR gates"
  yosys_cells: 28
  xor_share_pct: 12.8
  ys_seq_share_pct: 0
  adder_share_pct: 0
  synthTopCellsByArea: "o21ai_0 12%, or4b_1 9.8%, nor4_1 9.1%"
  ys_sh_aoi_pct: 36.0
  syn_avg_cell_area_sq_um: 7.33
  synth_area_sq_um: 205
  common_cells: "5 x o21ai_0, 3 x nor4_1, 2 x o31ai_1, 2 x or4b_1, 2 x xnor2_1"
  top_area_cell: "o21ai_0"
  top_cell_area_share_pct: 12.2
  ys_sh_simple_pct: 42.1
  synth_cell_types: 19
  mux_area_share_pct: 0
  synth_warnings: 1
  netlist_instances: 28
  synth.most_common_cell: "o21ai_0"
power:
  powerDensity_nw_per_um2: 208
  leakage_nw: 0.212
  max-vdd-ir-drop_mv: 0.0343
grt:
  busiest_layer: "met1"
  grt_max_degree: 7
  met3_usage_pct: 1.82
  first_global_vias: 286
  grt-ovfl-total: 0
  antenna_found_initial: 0
  met2_usage_pct: 3.21
  use_met1_pct: 3.56
  grt_pass1_wl_um: 1350
  gr-usage-all-layers_pct: 2.54
timing:
  period_minus_slack_ps: 1770
  rsz0062_at_grt: "yes"
  tightestPinTransition_ps: 307
  hold_viol_final: 0
  fin_crit_sh_pct: 104
  timing.fmax_ghz: 0.564
  setup_violations: 1
  relSlewSlack_pct: 79.4
  slew_viol_final: 0
  fin_ws_ps: -71.8
  tns_ps: -71.8
floorplan:
  fp_util_pct: 6.01
  dieArea_sq_um: 6400
  dieHeight_um: 80
  ios: 12
  fp.dieW_um: 80
  num_rows: 21
  core-area_sq_um: 3420
worst_hold_path:
  holdPathStages: 3
  hold_start: "in[0]"
  min_path_type: "input port to primary output"
  min_to: "out[0]"
setup_path:
  crit_type: "input port to primary output"
  start_kind: "input port"
  end_kind: "primary output"
  crit_arrival_ps: 1430
  crit_fanout: 4
  crit_required_ps: 1360
placement:
  placed_cells: 94
  portBuffers: 12
  globalplace.congestion: 0.735
  pre_cts_slack_ps: -849
  dp_hpwl_um: 693
outcome:
  status: "complete, but fails checks"
  violations: "setup timing"
==> area by class of cell <==
type	count	area, sq um
fillers	404	2930
multi-input cells	26	234
well taps	46	57.6
repair buffers	27	196
==> through the flow <==
stage	hold slack (ps)	area [sq um]	total power, W
3_5_place_dp	1670	439	0.0000813
6_report	945	488	0.000102
5_1_grt	970	488	0.000110
3_3_place_gp	1660	439	0.0000800
2_1_floorplan	695	205	0.0000317
4_1_cts	945	472	0.0000926
==> cell families after synthesis <==
logic type	Yosys count
XOR/XNOR	3
buffers and inverters	2
AND/OR/NAND/NOR	12
AND-OR/OR-AND	11
==> where the power goes <==
group	total [W]	switching, W	internal [W]
logic	0.000102	0.0000429	0.0000588
registers	0	0	0
clock network	0	0	0
total	0.000102	0.0000429	0.0000588
==> layer usage <==
layer / vias to the layer above / wire, um / share of wire (%)
met1: 133 / 400 / 45
met5: - / 0 / 0
li1: 166 / - / -
met4: 0 / 0 / 0
met3: 0 / 143 / 16
met2: 9 / 350 / 39
==> what timing repair did <==
item	in CTS	in global routing
setup buffers	6	0
gates resized	51	8
pin swaps	12	4
hold buffers	0	0
endpoints found under the setup margin	4	4
endpoints found under the hold margin	0	0
==> placed cells by master (no fill, tap or decap), types with 2 or more instances in the layout <==
master / n
buf_4: 13
buf_2: 7
o21ai_1: 3
o31ai_1: 2
or4b_1: 2
clkbuf_2: 2
nor4_2: 3
o21ai_2: 2
buf_6: 4
==> worst max path at each step <==
stage / from / end / slack (ps) / cells after the start
4_1_cts: in[3] / valid / -220 / 6
5_1_grt: in[3] / valid / -130 / 6
6_report: in[3] / valid / -70 / 6
==> critical path, stage by stage <==
cell	delay, ps
buf_6	100
or4b_1	520
o311a_1	140
nor4_2	130
a21o_1	110
buf_2	90
Power is estimated from default activity; no workload was simulated.
